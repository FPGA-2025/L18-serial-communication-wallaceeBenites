<file path="flow/run.sh">
#!/bin/bash
# OpenROAD 26Q1-2900-gdf79404cd8, Yosys 0.63+post, stock flow scripts
make -C /OpenROAD-flow-scripts/flow DESIGN_CONFIG=/design/flow/config.mk WORK_HOME=/design/flow/orfs finish
</file>
<file path="flow/design.v">
module receiver (
    input clk,
    input rstn,
    output ready,
    output [6:0] data_out,
    output parity_ok_n,
    input serial_in
);
reg [7:0] dados_internos;
reg [3:0] state_machine;
reg ready_interno;
parameter [3:0] S0  = 4'b0000,
                S1  = 4'b0001, 
                S2  = 4'b0010, 
                S3  = 4'b0011, 
                S4  = 4'b0100, 
                S5  = 4'b0101, 
                S6  = 4'b0110, 
                S7  = 4'b0111, 
                S8  = 4'b1000; 
assign parity_ok_n = ^dados_internos;
assign data_out = dados_internos[6:0];
assign ready = ready_interno;
always @(posedge clk, negedge rstn)begin
    if(~rstn) begin
        ready_interno <= 0;
        state_machine <= S0;
    end
    else begin
        case (state_machine)
            S0: begin
                ready_interno <= 0;
                if (~serial_in) state_machine <= S1;
                else state_machine <= S0;
            end 
            S1: begin   
                ready_interno <= 0;
                dados_internos[0] <= serial_in;
                state_machine <= S2;
            end 
            S2: begin   
                ready_interno <= 0;
                dados_internos[1] <= serial_in;
                state_machine <= S3;
            end 
            S3: begin   
                ready_interno <= 0;
                dados_internos[2] <= serial_in;
                state_machine <= S4;
            end 
            S4: begin   
                ready_interno <= 0;
                dados_internos[3] <= serial_in;
                state_machine <= S5;
            end 
            S5: begin   
                ready_interno <= 0;
                dados_internos[4] <= serial_in;
                state_machine <= S6;
            end  
            S6: begin   
                ready_interno <= 0;
                dados_internos[5] <= serial_in;
                state_machine <= S7;
            end 
            S7: begin   
                ready_interno <= 0;
                dados_internos[6] <= serial_in;
                state_machine <= S8;
            end 
            S8: begin   
                ready_interno <= 1;
                dados_internos[7] <= serial_in;
                state_machine <= S0;
            end 
            default: state_machine <= 0; 
        endcase
    end
end
endmodule  
</file>
<file path="flow/constraint.sdc">
current_design receiver

set clk_period 1.8
set clk_io_pct 0.2

create_clock -name clk0 -period $clk_period [get_ports {clk}]

set non_clock_inputs [all_inputs -no_clocks]
set_input_delay [expr $clk_period * $clk_io_pct] -clock clk0 $non_clock_inputs
set_output_delay [expr $clk_period * $clk_io_pct] -clock clk0 [all_outputs]
</file>
<file path="flow/config.mk">
export PLATFORM = sky130hd
export DESIGN_NAME = receiver
export DESIGN_NICKNAME = receiver
export VERILOG_FILES = /design/flow/design.v
export SDC_FILE = /design/flow/constraint.sdc
export NUM_CORES = 4
export LEC_CHECK = 1
export CORE_AREA = 10 10 73 73
export DIE_AREA = 0 0 83 83
</file>
==> Slide: Implementation Results <==
Physical Implementation Snapshot

Layout
  – Layout Utilization: a little under a quarter
  – Top library cells by usage in the layout, fill and taps aside: 10 x clkdlybuf4s50_1, 9 x dfrtp_1, 8 x and2_1, 8 x edfxtp_1, 5 x xnor2_1
  – Fraction of final layout cells sized beyond drive strength 1: 14.29%
  – Filler-free cell count of the finished design: between 100 and 150
  – Most frequently placed logic cell in the final layout: clkdlybuf4s50_1
  – Area growth syn-to-layout: 25.95%
  – Filler cell count in the final layout: 403
  – Post-route cell area: 874.6 um^2

Clock tree
  – CTS tree: built
  – CTS clock-pin slew for the worst setup and hold paths: 70 ps
  – Max H-tree Level: 1
  – Total number of clock tree sinks: 18
  – Insertion delay at the late pin of the worst-skew pair: between 200 and 300 ps
  – Clock buffer depth: 2
  – Root cell of the clock tree: clkbuf_8
  – CTS buffer count: 3

STA
  – Post-Route Setup TNS: 0 ps
  – Final setup viols: 0
  – Worst Clk Skew: 7.743 ps
  – Min cycle time layout: 1612 ps
  – Rel. slew slack: 72.78%
  – Final hold violations: 0
  – Max frequency: approximately 620 MHz
  – Number of max-slew violations in the final report: 0
  – RSZ-0062 raised after global routing: no
  – Least-Margin Pin Slew: 407.0 ps
  – Fraction of the cycle the final worst path needs: 89.56%

Setup path
  – Origin of the critical flop-to-flop path: state_machine[6]
  – Crit. End Element: output pin
  – Critical path required time: roughly 1400 ps
  – Startpoint types: flip-flop
  – Launching element of the worst setup path: dados_internos[1]
  – Largest fanout on the critical path: 2
  – Worst Path Class, Setup: flip-flop to output pin
  – Arrival time worst endpoint: 1250 ps

Detailed routing
  – Metal1 wirelength: 508 um
  – Antenna Nets Post-Route: 0
  – Detailed-router iteration count before antenna repair: 5
  – Detailed Route WL: 997 um
  – Met2 WL post-DR: 315 um
  – DRC Markers: 0
  – Vias/cell: 3.212
  – WL per Instance: 9.587 um
  – Initial detailed-routing violation count: 14
  – Highest metal layer with signal wires: met3
  – Antenna diode count: 0
  – Vias: 334
  – Met3 wire length: 173 um

Yosys
  – Cells in synth_stat.txt: about 46
  – Post-Synthesis Mean Instance Area: 15.10 um^2
  – Post-synthesis sequential area ratio: 70.81%
  – Post-Syn Instances: between 40 and 50
  – Mapped cell area: 694.4 um^2
  – Library cells used by synthesis: 13
  – Post-synthesis sequential element count: 18
  – Post-synth area from yosys stat: 694.4 um^2
  – Yosys Warn Count: 1

Floorplanning
  – Chip height: 83 um
  – Number of ports placed on the die boundary: 12
  – Horizontal die size: between 80 and 90 um
  – Site row count: 22
  – Chip area: roughly 0.007 mm^2
  – Initial core utilization: a little under a fifth
  – Core Footprint: around 0.0037 mm^2

Placement
  – PortBufs: 11
  – Placed cell count: 100
  – Last weighted congestion value of the routability-driven placer: 0.7510
  – Area post-placement: 827.0 um^2
  – HPWL after DPL: 731 um

Global route
  – Via count of the first global-routing pass: about 340
  – Total global routing overflow: 0
  – Maximum number of pins on one net before global-route repair: 14
  – First-pass GRT wire length: 1614 um
  – Number of antenna violations at the first check in global routing: 0
  – Total Routing Usage GR: 2.749%

Power and ir drop
  – Largest voltage drop on the vdd net: 0.0004569 V
  – Final Total Pwr: 0.7164 mW
  – Power density over cell area: 819.1 mW/mm^2
  – Leakage dissipation: around 0.36 nW

Min path
  – Class of the tightest hold or removal check: flip-flop to flip-flop
  – Worst hold start: state_machine[4]

Run
  – Count of max-cap constraint violations: 0
  – OpenROAD warning count: 25

Status
  – Outcome: finished clean
==> where the power goes <==
part	leakage, nW	internal, mW	switching [mW]	total [mW]
sequential	0.208	0.430	0	0.430
combinational	0.126	0.00656	0.00947	0.0160
clock	0.0231	0.151	0.120	0.271
total	0.357	0.587	0.129	0.716
==> cell families (layout without fill, tap and decap cells) <==
family	after synthesis	after routing	share of synthesized area [%]
DFF	18	18	70.81
and+or+nand+nor	11	11	9.730
AOI/OAI and AO/OA	2	2	2.523
buffers and inverters	8	18	8.108
xor gates and xnor gates	7	7	8.829
==> cells in the mapped netlist <==
library cell,number,area (um^2)
inv_1,1,3.750
a21o_1,1,7.510
and2_1,8,50.05
xnor2_1,6,52.55
nor2b_1,1,6.260
a41o_1,1,10.01
buf_4,7,52.55
nor3_1,1,5.000
edfxtp_1,8,240.2
dfrtp_1,9,225.2
dfstp_2,1,26.28
xor2_1,1,8.760
nor4_1,1,6.260
==> metrics by stage <==
step	worst slack [ps]	hold slack, ps
6_report	188.0	387.7
3_5_place_dp	75.13	387.2
5_1_grt	47.38	398.6
2_1_floorplan	624.3	64.41
3_3_place_gp	73.85	384.7
4_1_cts	62.96	390.7
==> sequential cells by signal, summed over array words and instances, names as in the netlist <==
signal / count
ready_interno: 1
state_machine: 9
dados_internos: 8
==> worst max-delay path, cell delays in order (launching register included) <==
cell,delay [ps]
edfxtp_1,430
xnor2_2,190
xnor2_1,150
xnor2_1,130
clkbuf_2,110
==> area by class of cell <==
class	instances	area (um^2)	area share, %
Clock inverter	1	3.754	0.4292
Timing Repair Buffer	13	120.1	13.73
Sequential cell	18	491.7	56.22
Clock buffer	3	41.29	4.721
Multi-Input combinational cell	20	153.9	17.60
Inverter	1	3.754	0.4292
Tap cell	48	60.06	6.867
==> layer usage <==
metal | vias up | GRT usage [%]
met3 | 0 | 2.657
met2 | 17 | 3.212
li1 | 165 | -
met5 | - | 0
met1 | 152 | 3.650
met4 | 0 | 0.1538
==> final timing paths <==
check | end | slack, ps | cells past startpoint
min reg2reg | state_machine[8] | 390 | 0
max in group asynchronous | state_machine[3] | 980 | 2
min in group asynchronous | state_machine[5] | 410 | 1
min | state_machine[8] | 390 | 0
max reg2reg | ready_interno | 830 | 2
max | parity_ok_n | 190 | 4
==> timing repair <==
item                                    CTS  global route
setup buffers                             0             0
pin swaps                                 3             4
endpoints found under the setup margin    1             1
gates cloned                              0             0
hold buffers                              0             0
gates resized                             1             3
Power figures rest on the tool's default switching activity, not on a simulated workload.
