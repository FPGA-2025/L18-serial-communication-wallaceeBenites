<file path="flow/run.sh">
#!/bin/bash
# OpenROAD 26Q1-2900-gdf79404cd8, Yosys 0.63+post, stock flow scripts
make -C /OpenROAD-flow-scripts/flow DESIGN_CONFIG=/design/flow/config.mk WORK_HOME=/design/flow/orfs finish
</file>
<file path="flow/config.mk">
export PLATFORM = sky130hd
export DESIGN_NAME = transmitter
export DESIGN_NICKNAME = transmitter
export VERILOG_FILES = /design/flow/design.v
export SDC_FILE = /design/flow/constraint.sdc
export NUM_CORES = 4
export LEC_CHECK = 1
export CORE_AREA = 10 10 82 82
export DIE_AREA = 0 0 92 92
</file>
<file path="flow/constraint.sdc">
current_design transmitter

set clk_period 1.8
set clk_io_pct 0.2

create_clock -name clk0 -period $clk_period [get_ports {clk}]

set non_clock_inputs [all_inputs -no_clocks]
set_input_delay [expr $clk_period * $clk_io_pct] -clock clk0 $non_clock_inputs
set_output_delay [expr $clk_period * $clk_io_pct] -clock clk0 [all_outputs]
</file>
<file path="flow/design.v">
module transmitter (
    input clk,
    input rstn,
    input start,
    input [6:0] data_in,
    output reg serial_out
);
reg [6:0] intern_data;
wire parity;
reg [3:0] state_machine;
assign parity = ^intern_data;
parameter [3:0] S0  = 4'b0000, 
                S1  = 4'b0001,
                S2  = 4'b0010, 
                S3  = 4'b0011, 
                S4  = 4'b0100, 
                S5  = 4'b0101, 
                S6  = 4'b0110, 
                S7  = 4'b0111, 
                S8  = 4'b1000, 
                S9  = 4'b1001; 
always @(posedge clk, negedge rstn) begin
    if (~rstn) begin
        intern_data <= 7'bxxxxxxx;
        serial_out <= 1'b1;
        state_machine <= S0;
    end
    else begin
        case (state_machine)
            S0: begin
                serial_out <= 1;
                if (start) begin
                  intern_data <= data_in;
                  state_machine <= S1;
                end  
                else begin
                  state_machine <= S0;
                end
            end
            S1: begin
                serial_out <= 0;
                state_machine <= S2;
            end
            S2: begin
                serial_out <= intern_data[0];
                state_machine <= S3;
            end
            S3: begin
                serial_out <= intern_data[1];
                state_machine <= S4;
            end
            S4: begin
                serial_out <= intern_data[2];
                state_machine <= S5;
            end
            S5: begin
                serial_out <= intern_data[3];
                state_machine <= S6;
            end
            S6: begin
                serial_out <= intern_data[4];
                state_machine <= S7;
            end
            S7: begin
                serial_out <= intern_data[5];
                state_machine <= S8;
            end
            S8: begin
                serial_out <= intern_data[6];
                state_machine <= S9;
            end
            S9: begin
                serial_out <= parity;
                state_machine <= S0;
            end
            default: state_machine <= S0;
        endcase
    end
end
endmodule
</file>
==> impl.org <==
* Implementation run

** Run
- Number of warning messages in the logs :: 25
- In this run the maximum-capacitance check reported violations numbering 0.

** Logic synthesis
- Share of flip-flops with an asynchronous set or reset :: 1.00
- The synthesized netlist occupies a cell area of 676 sq um.
- In this run, synthesis produced a sequential element count of 18.
- Cell type contributing the most total cell area after synthesis :: sky130_fd_sc_hd__dfrtp_1
- Synthesis Warnings :: 1
- Most used flip-flop cell :: sky130_fd_sc_hd__dfrtp_1
- Chip area in the Yosys report :: 676 sq um
- Count of cell types in the netlist :: 16
- Counting flops with a built-in enable in the synthesized netlist gives 0.
- Sequential element share of the synthesized area :: 0.670
- Of the post-synthesis cell area, the dominant cell type holds 0.593.
- The commonest cells after synthesis are sky130_fd_sc_hd__dfrtp_1 (16), sky130_fd_sc_hd__mux2_2 (7), sky130_fd_sc_hd__xnor2_1 (4).
- The main area contributors are sky130_fd_sc_hd__dfrtp_1 (59%), sky130_fd_sc_hd__mux2_2 (12%), sky130_fd_sc_hd__dfstp_2 (7.8%).
- sky130_fd_sc_hd__dfrtp_1 is the most common cell in the netlist.
- A synthesized cell averages 14.7 sq um.
- Number of cell instances after yosys synthesis :: 46
- Number of instances in the synthesized netlist :: 46

** Placement
- Count of placed standard cells including taps :: 127
- Final weighted congestion in routability-driven placement :: 0.818
- Detailed placement finished with a half-perimeter wire length of 987 microns.
- Input and output buffers added on the ports amount to 10.

** STA
- Count of final max-slew check failures :: 0
- In the finished design, the share of the clock period the worst path needs comes to 0.878.
- On the final layout, the worst clock skew is 3.37 ps.
- For the finished layout, the period the worst path requires is 1580 ps.
- Slew at the pin closest to its max-slew limit :: 333 ps
- Setup repair after global routing left no endpoint under its margin.
- Summed over all failing endpoints, the final setup total negative slack is 0 ps.
- Max Fclk :: 632 MHz
- Worst slew margin :: 0.777
- Total of endpoints with negative setup slack in the final report :: 0
- Number of endpoints with negative hold slack in the final report :: 0

** Die
- The initialized floorplan defines 26 standard-cell rows.
- According to the floorplan report, the placeable core area is 5070 sq um.
- Fp_density :: 0.133
- Die boundary height :: 92 microns
- After floorplanning, the die was sized to cover 8460 sq um.
- The die is 92 microns wide.
- 11 I/O pins were placed.

** Route
- TritonRoute output was used to compute an average wire per cell of 9.33 microns.
- Number of diodes added for antenna fixing :: 0
- Per the log, the first TritonRoute iteration ended with a DRC count of 17.
- Once detail routing completed, the nets flagged for antenna violations numbered 0.
- For this run, the detailed router reports a per-instance via density of 3.00.
- Per the detail_route report, DRC violations left total 0.
- Pre-Repair DR Iteration Count :: 6
- Per the detailed-route log, wirelength across all metal layers totals 1.22 mm.
- The routed layout has 393 vias.

** Setup path
- Data on the critical path arrives at its endpoint at 1220 ps.
- Looking at the critical path, the highest net fanout was 2.
- The slowest stage of the critical path belongs to the cell sky130_fd_sc_hd__dfstp_2.
- In this run the critical register-to-register path is captured at serial_out.
- Cell depth of the worst flop-to-flop path :: 4
- All stages included, the depth of the critical timing path comes to 1.
- Slowest stage delay, CP :: 520 ps
- The script reports the combined buffer and inverter count of the critical path as 1.
- In this run the register-to-register setup slack is 580 ps.
- According to the timing report, the critical path is captured at serial_out.
- The signal on the critical path passes through clkdlybuf4s50_1.
- CP top delay family :: flip-flops
- Setup crit start :: serial_out
- Worst Path Class, Setup :: reg2out
- STA puts the critical path data required time at 1440 ps.
- FF-to-FF Start :: intern_data[0]
- Startpoint Class :: flip-flop
- Critical Path End Type :: output port

** Worst hold path
- STA lists the startpoint of the worst hold path as state_machine[5].
- HP Class :: reg2reg

** Global routing
- The global routing stage identified its most utilized layer as met1.
- Entering global routing, the biggest net connects 19 pins.
- Routing usage on met1 :: 0.0422
- GRT met2 Usage :: 0.0371
- For this run, global-route usage on met3 was measured as 0.0264.
- Gr ovfl total :: 0
- Number of global-route vias before repair :: 434
- The first global-routing pass estimated 2.15 mm of wire.
- Antenna violations before repair :: 0
- Global Route Usage Sum :: 0.0309

** Clock network
- Maximum clock insertion buffer count :: 2
- The clock net in this run drives a total of 18 sinks.
- The later pin in the worst-skew pair is clocked with a latency of 240 ps.
- Post_cts resized :: 0
- For this design, the CTS-stage hold fixing added 0 buffers.
- Count of buffers added by post-CTS timing repair for setup :: 0
- Clock tree from TritonCTS :: built
- Per the CTS log, the maximum H-tree level is 1.
- The tree is rooted in a sky130_fd_sc_hd__clkbuf_8.
- After clock tree synthesis, the clock-pin slew on the worst setup and hold paths is 60 ps.
- Number of CTS-inserted buffers :: 3

** Power and ir drop
- The script extracted a total leakage power of 0.000432 uW.
- Max VDD drop :: 0.000254 V
- The script computed a power per unit cell area of 768 nW/um^2.

** Cells and area
- Area growth, synth to finish :: 35.6%
- The layout summary lists the proportion of cells stronger than drive strength 1 as 0.213.
- FF+latch area :: 453 sq um
- The area taken by multi-input combinational cells is reported as 215 sq um.
- Final non-filler cell total :: 131
- Filler instances :: 573

** Run status
- The flow ran to the end, and the final reports show no timing, DRC or antenna violations.
## report_power, final
part	switching, uW	internal, uW
logic	10.5	18.7
registers	0	405
clock network	112	157
## logic make-up after synthesis
logic type,count (synthesis),share of synthesized area
XOR/XNOR,6,0.0778
flip-flops,18,0.670
buffers and inverters,2,0.0111
AND-OR/OR-AND,5,0.0592
multiplexers,8,0.131
AND/OR/NAND/NOR,7,0.0500
## how the worst min path moves through the flow
| stage | end | slack (ps) | depth (start not counted) |
|---|---|---|---|
| after CTS | state_machine[3] | 390 | 0 |
| after global routing | state_machine[9] | 410 | 0 |
| final | state_machine[3] | 380 | 0 |
## layout make-up
type,count,share of cell area
Clock buffer,4,0.0492
Inverter,2,0.00820
Multi-Input combinational cell,26,0.235
Sequential cell,18,0.495
Tap cell,70,0.0956
Timing Repair Buffer,11,0.117
## layer usage
layer  vias to the layer above  share of wire
li1                        193              -
met1                       184           0.48
met2                        16           0.36
met3                         0           0.16
met4                         0              0
met5                         -              0
## state kept, by name, indices dropped and copies added (netlist names)
signal and cells:
serial_out 1, state_machine 10, intern_data 7
## through the flow
| step | area (sq um) | utilization | hold WS, ps | total power, uW | worst slack [ps] |
|---|---|---|---|---|---|
| 3_3_place_gp | 871 | 0.172 | 368 | 442 | 262 |
| 3_5_place_dp | 871 | 0.172 | 374 | 443 | 227 |
| 6_report | 916 | 0.180 | 384 | 703 | 219 |
| 4_1_cts | 916 | 0.180 | 391 | 717 | 204 |
| 5_1_grt | 916 | 0.180 | 415 | 738 | 172 |
| 2_1_floorplan | 676 | - | 64.4 | 413 | 677 |
## cell usage in the layout, fill, tap and decap left out, drive strengths merged
| cell | Yosys | layout |
|---|---|---|
| buf | 0 | 1 |
| a22oi | 2 | 2 |
| nor2 | 2 | 2 |
| nor4 | 1 | 1 |
| a222oi | 1 | 1 |
| nor3 | 1 | 1 |
| xor2 | 2 | 2 |
| mux2i | 1 | 1 |
| nand2 | 1 | 1 |
| xnor2 | 4 | 4 |
| clkdlybuf4s50 | 0 | 10 |
| mux2 | 7 | 7 |
| and3 | 1 | 1 |
| clkbuf | 0 | 4 |
| dfrtp | 16 | 16 |
| a21o | 2 | 2 |
| nand3 | 1 | 1 |
| inv | 2 | 2 |
| dfstp | 2 | 2 |
Power is estimated from default activity; no workload was simulated.
